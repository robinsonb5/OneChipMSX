[flow/config.mk]
export PLATFORM = sky130hd
export DESIGN_NAME = sd_card
export DESIGN_NICKNAME = sd_card
export VERILOG_FILES = /design/flow/design.v
export SDC_FILE = /design/flow/constraint.sdc
export NUM_CORES = 4
export LEC_CHECK = 1
export CORE_UTILIZATION = 30
[flow/constraint.sdc]
current_design sd_card

set clk_period 3.2
set clk_io_pct 0.2

create_clock -name clk0 -period $clk_period [get_ports {io_ack}]
create_clock -name clk1 -period $clk_period [get_ports {io_din_strobe}]
create_clock -name clk2 -period $clk_period [get_ports {sd_sck}]

set non_clock_inputs [all_inputs -no_clocks]
set_input_delay [expr $clk_period * $clk_io_pct] -clock clk0 $non_clock_inputs
set_output_delay [expr $clk_period * $clk_io_pct] -clock clk0 [all_outputs]
[flow/design.v]
module sd_card (
	output [31:0] io_lba,
	output reg    io_rd,
	output reg    io_wr,
	input			  io_ack,
	output		  io_conf,
	output		  io_sdhc,
	input	[7:0]	  io_din,
	input 		  io_din_strobe,
	output [7:0]  io_dout,
	input 		  io_dout_strobe,
	input         allow_sdhc,
   input         sd_cs,
   input         sd_sck,
   input         sd_sdi,
   output reg    sd_sdo
); 
wire req_io_rd = (read_state == 3'd1);
wire io_reset = io_ack || sd_cs;
always @(posedge req_io_rd or posedge io_reset) begin
	if(io_reset) io_rd <= 1'b0;
	else 		    io_rd <= 1'b1;
end
wire req_io_wr = (write_state == 3'd6);
always @(posedge req_io_wr or posedge io_reset) begin
	if(io_reset) io_wr <= 1'b0;
	else 		    io_wr <= 1'b1;
end
reg io_read_ack;
wire io_read_wait_io = (read_state == 1);
always @(negedge io_ack or negedge io_read_wait_io) begin
	if(!io_read_wait_io) io_read_ack <= 1'b0;
	else						io_read_ack <= 1'b1;
end
reg io_write_ack;
wire io_write_wait_io = (write_state == 6);
always @(negedge io_ack or negedge io_write_wait_io) begin
	if(!io_write_wait_io) io_write_ack <= 1'b0;
	else			 			 io_write_ack <= 1'b1;
end
wire [31:0] OCR = { 1'b0, io_sdhc, 30'h0 };   
wire [7:0] READ_DATA_TOKEN = 8'hfe;
localparam NCR=4;
reg [2:0] read_state;  
reg [2:0] write_state;  
reg [6:0] sbuf; 
reg cmd55;
reg [7:0] cmd;
reg [2:0] bit_cnt;     
reg [7:0] byte_cnt;    
reg [7:0] cmd_cnt;     
reg [7:0] lba0, lba1, lba2, lba3;
assign io_lba = io_sdhc?{ lba3, lba2, lba1, lba0 }:{9'd0, lba3, lba2, lba1[7:1]};
reg [7:0] crc;
reg [7:0] reply;
reg [7:0] reply0, reply1, reply2, reply3;
reg [3:0] reply_len;
reg write_strobe;
reg [7:0] write_data;
wire reading = (read_state != 0);
wire writing = (write_state != 0);
reg [8:0] buffer_wptr;
reg [8:0] buffer_rptr;
reg [7:0] buffer [511:0];
reg [7:0] buffer_byte;
reg core_buffer_read_strobe;
wire buffer_read_latch = reading?sd_sck:io_dout_strobe;
wire buffer_read_strobe = reading?core_buffer_read_strobe:!io_dout_strobe;
assign io_dout = buffer_byte;
always @(posedge buffer_read_latch)
	buffer_byte <= buffer[buffer_rptr];
always @(posedge buffer_read_strobe or posedge sd_cs) begin
	if(sd_cs == 1) buffer_rptr <= 9'd0;
	else 		      buffer_rptr <= buffer_rptr + 9'd1;
end
wire [7:0] buffer_din = reading?io_din:write_data;
wire buffer_din_strobe = reading?io_din_strobe:write_strobe;
always @(negedge buffer_din_strobe or posedge sd_cs) begin
	if(sd_cs == 1) begin
		buffer_wptr <= 9'd0;
	end else begin
		buffer[buffer_wptr] <= buffer_din;	
		buffer_wptr <= buffer_wptr + 9'd1;
	end
end
wire [7:0] WRITE_DATA_RESPONSE = 8'h05;
assign io_conf = (csd_wptr == 0);
reg [7:0] cid [15:0];
reg [7:0] csd [15:0];
reg [7:0] conf;
reg [7:0] cid_byte;
reg [7:0] csd_byte;
reg [5:0] csd_wptr = 6'd0;
wire io_has_sdhc = conf[0];
assign io_sdhc = allow_sdhc && io_has_sdhc;
always @(negedge io_din_strobe) begin
	if(!io_ack && (csd_wptr <= 32)) begin
		if(csd_wptr < 16)                        
			cid[csd_wptr] <= io_din;	
		if((csd_wptr >= 16) && (csd_wptr < 32))  
			csd[csd_wptr-16] <= io_din;	
		if(csd_wptr == 32)                       
			conf <= io_din;	
		csd_wptr	<= csd_wptr + 1;
	end
end
always @(posedge buffer_read_latch)
	cid_byte <= cid[buffer_rptr];
always @(posedge buffer_read_latch)
	csd_byte <= csd[buffer_rptr];
always@(negedge sd_sck or posedge sd_cs) begin
	if(sd_cs == 1) begin
	   sd_sdo <= 1'b1;
		read_state <= 3'd0;
	end else begin
		core_buffer_read_strobe <= 1'b0;
		if(bit_cnt == 7) begin
			if(cmd_cnt == 5) begin
				if(cmd == 8'h51)
					read_state <= 3'd1;       
			end
		end
      if(byte_cnt < 6+NCR) begin
			sd_sdo <= 1'b1;				 
		end else begin
			if(byte_cnt == 6+NCR) begin
				sd_sdo <= reply[~bit_cnt];
				if(bit_cnt == 7) begin
					if((cmd == 8'h49)||(cmd == 8'h4a))
						read_state <= 3'd3;       
				end
			end else if((reply_len > 0) && (byte_cnt == 6+NCR+1))
				sd_sdo <= reply0[~bit_cnt];
			else if((reply_len > 1) && (byte_cnt == 6+NCR+2))
				sd_sdo <= reply1[~bit_cnt];
			else if((reply_len > 2) && (byte_cnt == 6+NCR+3))
				sd_sdo <= reply2[~bit_cnt];
			else if((reply_len > 3) && (byte_cnt == 6+NCR+4))
				sd_sdo <= reply3[~bit_cnt];
			else
				sd_sdo <= 1'b1;
			if((read_state == 3'd1) && io_read_ack) 
				read_state <= 3'd2;
			if((read_state == 3'd2) && (bit_cnt == 7))
				read_state <= 3'd3;
			if(read_state == 3'd3) begin
				sd_sdo <= READ_DATA_TOKEN[~bit_cnt];
				if(bit_cnt == 7)
					read_state <= 3'd4;    
			end
			if(read_state == 3'd4) begin
				if(cmd == 8'h51) 							 
					sd_sdo <= buffer_byte[~bit_cnt];
				else if(cmd == 8'h49) 					 
					sd_sdo <= csd_byte[~bit_cnt];
				else if(cmd == 8'h4a) 					 
					sd_sdo <= cid_byte[~bit_cnt];
				if(bit_cnt == 7) begin
					core_buffer_read_strobe <= 1'b1;
					if((cmd == 8'h51) && (buffer_rptr == 511))
						read_state <= 3'd5;    
					if(((cmd == 8'h49)||(cmd == 8'h4a)) && (buffer_rptr == 15))
						read_state <= 3'd0;    
				end
			end
			if(read_state == 3'd5) begin
				sd_sdo <= 1'b1;
				if(bit_cnt == 7)
					read_state <= 3'd6;   
			end
			if(read_state == 3'd6) begin
				sd_sdo <= 1'b1;
				if(bit_cnt == 7)
					read_state <= 3'd0;   
			end
			if(write_state == 3'd5) 
				sd_sdo <= WRITE_DATA_RESPONSE[~bit_cnt];
			if(write_state == 3'd6) 
				sd_sdo <= 1'b0;
		end
   end
end
always @(posedge sd_sck or posedge sd_cs) begin
	if(sd_cs == 1) begin
		bit_cnt <= 3'd0;
		byte_cnt <= 8'd0;
		cmd_cnt <= 8'd0;
		write_state <= 3'd0;
		write_strobe <= 1'b0;
	end else begin 
		write_strobe <= 1'b0;
		sbuf[6:0] <= { sbuf[5:0], sd_sdi };
		bit_cnt <= bit_cnt + 3'd1;
		if((bit_cnt == 7)&&(byte_cnt != 255)) begin
			byte_cnt <= byte_cnt + 8'd1;			
			if(cmd_cnt == 0) begin
				if((write_state == 3'd0) && sbuf[6:5] == 2'b01) begin
					cmd_cnt <= 8'd1;			
					byte_cnt <= 8'd1;			
				end
			end else if(cmd_cnt < 6)
				cmd_cnt <= cmd_cnt + 8'd1;
			else
				cmd_cnt <= 8'd0;
		end
      if(bit_cnt == 7) begin
			if((write_state == 3'd0) && (cmd_cnt == 0)&&(sbuf[6:5] == 2'b01)) begin
				cmd <= { sbuf, sd_sdi};
			   cmd55 <= (cmd == 8'h77);
			end
			if(cmd_cnt == 1) lba3 <= { sbuf, sd_sdi};
			if(cmd_cnt == 2) lba2 <= { sbuf, sd_sdi};
			if(cmd_cnt == 3) lba1 <= { sbuf, sd_sdi};
			if(cmd_cnt == 4) lba0 <= { sbuf, sd_sdi};			
			if(cmd_cnt == 5) crc  <= { sbuf, sd_sdi};
			if(cmd_cnt == 5) begin
				reply <= 8'h04;      
				reply_len <= 4'd0;   
				if(cmd == 8'h40)
					reply <= 8'h01;     
				else if(cmd == 8'h41)
					reply <= 8'h00;     
				else if(cmd == 8'h48) begin
					reply <= 8'h01;     
					reply0 <= 8'h00;
					reply1 <= 8'h00;
					reply2 <= 8'h01;
					reply3 <= 8'hAA;
					reply_len <= 4'd4;
				end
				else if(cmd == 8'h49)
					reply <= 8'h00;     
				else if(cmd == 8'h4a)
					reply <= 8'h00;     
				else if(cmd == 8'h50) begin
				   if(io_lba == 32'd512)
						reply <= 8'h00;     
				   else
						reply <= 8'h40;     
				end
				else if(cmd == 8'h51)
					reply <= 8'h00;     
				else if(cmd == 8'h58) begin
					reply <= 8'h00;     
					write_state <= 3'd1;   
				end
			   else if(cmd55 && (cmd == 8'h69))
					reply <= 8'h00;     
				else if(cmd == 8'h77)
					reply <= 8'h01;     
				else if(cmd == 8'h7a) begin
					reply <= 8'h00;     
					reply0 <= OCR[31:24];    
					reply1 <= OCR[23:16];
					reply2 <= OCR[15:8];
					reply3 <= OCR[7:0];
					reply_len <= 4'd4;
				end
			end
			if(write_state == 3'd1) begin
				if({ sbuf, sd_sdi} == 8'hfe )
					write_state <= 3'd2;
			end
			if(write_state == 3'd2) begin
				write_strobe <= 1'b1;
				write_data <= { sbuf, sd_sdi};
				if(buffer_wptr == 511)
					write_state <= 3'd3;
			end
			if(write_state == 3'd3)
				write_state <= 3'd4;
			if(write_state == 3'd4)
				write_state <= 3'd5;
			if(write_state == 3'd5)
				write_state <= 3'd6;
		end
		if(write_state == 3'd6 && io_write_ack)
			write_state <= 3'd0;
	end
end
endmodule
[flow/run.sh]
#!/bin/bash
# OpenROAD 26Q1-2900-gdf79404cd8, Yosys 0.63+post, stock flow scripts
make -C /OpenROAD-flow-scripts/flow DESIGN_CONFIG=/design/flow/config.mk WORK_HOME=/design/flow/orfs finish
==> flow_metrics.env <==
# source this file to load flow results
export IMPL_ys_seq_elements=4499
export IMPL_top_logic_kind="simple AND/OR/NAND/NOR gates"
export IMPL_simple_gate_share=0.117
export IMPL_netlist_area_sq_um=173000
export IMPL_critical_path_required_ps=2560
export IMPL_place_congestion=1.09
export IMPL_grt_max_degree=104
export IMPL_status="finished, violations left"
export IMPL_final_antenna_net_count=0
export IMPL_timing_final_ws_setup_ps=-3300
export IMPL_power_density_nw_per_um2=147
export IMPL_routed_wl_mm=816
export IMPL_drtIter0Drc=11951
export IMPL_aoi_share=0.0697
export IMPL_end_kind="output pin"
export IMPL_edf_count=4421
export IMPL_lay_top_count="edfxtp_1"
export IMPL_syn_inst=10884
export IMPL_synthToLayoutAreaGrowth_pct=28.7
export IMPL_avgSynthCellArea_sq_um=15.9
export IMPL_dp_cells=19731
export IMPL_worstRegToRegCells=8
export IMPL_rsz0062_at_grt="true"
export IMPL_stdcell_count=21145
export IMPL_grt_overflow_total=0
export IMPL_untimed_endpoints=11
export IMPL_maxCapViolations=2
export IMPL_crit_type="reg2out"
export IMPL_vias=123709
export IMPL_grt_pass1_wl_mm=1090
export IMPL_unclocked_regs=11
export IMPL_ys_area_sq_um=173000
export IMPL_worst_slew_pin_slew_ps=1620
export IMPL_final_cell_mix="edfxtp_1, buf_4, nand3_1, nor2_1, a22oi_1"
export IMPL_grt_busiest_layer="met2"
export IMPL_first_global_vias=128960
export IMPL_port_buffers=57
export IMPL_fp_dieW_um=761
export IMPL_xor_share=0.00101
export IMPL_core_sq_um=574000
export IMPL_drc=0
export IMPL_p_leak_nw=77.1
export IMPL_worstHoldPathType="clk2reg"
export IMPL_wl_per_cell_um=38.6
export IMPL_layout_drive_gt1_share=0.245
export IMPL_firstDrtPassIters=8
export IMPL_critical_path_arrival_ps=5860
export IMPL_grt_use_met2=0.394
export IMPL_yosysSeqAreaShare=0.779
export IMPL_slew_violations=8
export IMPL_cp_start_kind="flop"
export IMPL_synthMuxAreaShare=0.0142
export IMPL_yosysWarningCount=2
export IMPL_post_place_ws_ps=-2030
export IMPL_die_height_um=761
export IMPL_cts_tree="yes"
export IMPL_hpwl_mm=538
export IMPL_peakVddDrop_mv=0.638
export IMPL_num_rows=278
export IMPL_met3_usage=0.279
export IMPL_warnings=329
export IMPL_die_area_sq_um=579000
export IMPL_violations="hold timing, capacitance limit, slew limit, setup timing"
export IMPL_synthArstFlopShare=0.0118
export IMPL_min_path_cells=7
export IMPL_fp_util=0.301
export IMPL_path_clk_slew_ps=50
export IMPL_track_usage=0.298
export IMPL_grt_antenna_before_repair=56
export IMPL_yosysUniqueCellTypes=73
export IMPL_skew_ps=337
export IMPL_met1_usage=0.303
export IMPL_ys_sh_adder=0.00188
export IMPL_slew_headroom=-0.0883
export IMPL_hold_viol=263
export IMPL_vias_per_cell=5.85
export IMPL_crit_fanout=5
export IMPL_ios=60
export IMPL_ys_cells=10884
export IMPL_fin_hold_ws_ps=-1540
export IMPL_setup_viol=70
export IMPL_synthFlopType="edfxtp_1"
## synthesized netlist by cell type (21+ instances only)
cell type | number | share of area
buf_2 | 46 | 0.0013
inv_1 | 28 | 0.00061
a32oi_1 | 193 | 0.0098
mux4_2 | 86 | 0.011
nand4_1 | 508 | 0.018
dfrtp_1 | 36 | 0.0052
and2_1 | 25 | 0.00090
and4_1 | 21 | 0.0011
nor2_1 | 943 | 0.020
o211ai_1 | 25 | 0.0011
nand3_1 | 1448 | 0.042
a22oi_1 | 799 | 0.035
a22o_1 | 85 | 0.0043
a21oi_1 | 54 | 0.0016
o22ai_1 | 50 | 0.0018
buf_1 | 117 | 0.0025
clkbuf_1 | 561 | 0.012
mux2_2 | 41 | 0.0027
edfxtp_1 | 4421 | 0.77
or4_1 | 60 | 0.0026
ha_1 | 26 | 0.0019
nand2_1 | 160 | 0.0035
a2111oi_0 | 120 | 0.0061
nor4_1 | 204 | 0.0074
a222oi_1 | 82 | 0.0047
dfxtp_1 | 25 | 0.0029
nor3_1 | 67 | 0.0019
o21ai_0 | 39 | 0.0011
and3_1 | 319 | 0.012
## registers in the layout (all words and copies together), names as in the netlist, 8 cells and up
register,count
buffer_rptr,9
lba3,8
byte_cnt,8
lba1,8
csd_byte,8
cmd,8
cid_byte,8
buffer_byte,8
buffer,4096
csd,128
lba2,8
buffer_wptr,9
cid,128
lba0,8
cmd_cnt,8
write_data,8
## metal layers
layer	up-vias	part of all wire
li1	49171	-
met1	60629	0.30
met2	11254	0.41
met3	2554	0.21
met4	101	0.070
met5	-	0.0057
## critical path, cell delays in order, from the launching register on
cell      delay (ps)
edfxtp_1         460
nand2_2          130
clkinv_4          80
buf_6            140
buf_16           130
buf_6            110
mux2_4           310
buf_2            110
## worst paths after layout
| path | from | endpoint | slack, ps |
|---|---|---|---|
| max in group clk2 | buffer[403][0] | buffer_byte[0] | -3080 |
| max in group asynchronous | write_state[3] | io_write_ack | 120 |
| min in group asynchronous | sd_cs | buffer_wptr[7] | 760 |
| hold reg to reg | io_read_ack | read_state[1] | 320 |
| min in group gated | read_state[1] | clock gate | 1770 |
| setup reg to reg | buffer[403][0] | buffer_byte[0] | -3080 |
| setup / recovery | conf[0] | io_lba[17] | -3300 |
| max in group gated | read_state[1] | clock gate | -300 |
| min in group clk2 | allow_sdhc | reply0[6] | 140 |
| hold / removal | io_ack | csd_wptr[3] | -1540 |
## through the flow
stage | instance area (sq um) | total power [mW] | hold slack, ps | util | setup TNS [ps]
after floorplan | 173000 | 10.6 | 343 | - | -5436650
after global placement | 199000 | 11.2 | 343 | 0.348 | -7741060
after detailed placement | 199000 | 11.3 | 343 | 0.348 | -7772240
after CTS | 222000 | 33.1 | -1530 | 0.387 | -165070
after global routing | 222000 | 33.9 | -1530 | 0.388 | -170170
final | 222000 | 32.6 | -1540 | 0.388 | -164250
## cells by family (layout without fill, tap and decap cells)
| kind of cell | Yosys count | after routing |
|---|---|---|
| adders and majority gates | 26 | 26 |
| and+or+nand+nor | 3901 | 3901 |
| DFF | 4499 | 4499 |
| xor gates and xnor gates | 20 | 20 |
| buffers and inverters | 764 | 3409 |
| other | 1 | 57 |
| AOI/OAI and AO/OA | 1540 | 1540 |
| muxes | 133 | 133 |
## final cells by class
cell class	count	area, sq um
diodes	53	133
clock buffers	758	17100
clock inverters	569	4120
fillers	51408	351000
inverters	26	109
multi-input cells	5624	37400
flip-flops and latches	4499	135000
well taps	7560	9460
repair buffers	2056	19400
## timing repair
action,CTS,global route
endpoints found under the hold margin,19,0
endpoints found under the setup margin,78,70
setup buffers,50,11
gates resized,349,88
pin swaps,77,50
hold buffers,5,0
gates cloned,5,0
## power by group
part | total [mW] | switching [mW] | leakage (nW) | internal, mW
Combinational | 1.82 | 0.768 | 23.0 | 1.06
Sequential | 8.76 | 0.917 | 41.4 | 7.84
Clock | 22.0 | 7.56 | 12.7 | 14.5
Total | 32.6 | 9.25 | 77.1 | 23.4
Power and IR drop assume default switching activity.
